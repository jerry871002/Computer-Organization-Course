--- design/flow/design.v ---
module Hazard (
    pcsrc_i,
    memread_i,
    instr_id_i,
    instr_ex_i,
    pcwrite_o,
    id_flush_o,
    if_id_write_o
    );
input          pcsrc_i;
input          memread_i;
input [10-1:0] instr_id_i;
input [10-1:0] instr_ex_i;
output         pcwrite_o;
output         id_flush_o;
output         if_id_write_o;
reg            pcwrite_o;
reg            id_flush_o;
reg            if_id_write_o;
wire [5-1:0]   rs_id;
wire [5-1:0]   rt_id;
wire [5-1:0]   rt_ex;
assign rs_id = instr_id_i[9:5];
assign rt_id = instr_id_i[4:0];
assign rt_ex = instr_ex_i[4:0];
always @ ( * ) begin
    if(memread_i && ((rt_ex == rs_id) || (rt_ex == rt_id))) begin
        pcwrite_o <= 0;
        if_id_write_o <= 0;
        id_flush_o <= 1;
    end else begin
        pcwrite_o <= 1;
        if_id_write_o <= 1;
        id_flush_o <= 0;
    end
end
endmodule
--- design/flow/run.sh ---
#!/bin/bash
# OpenROAD 26Q1-2900-gdf79404cd8, Yosys 0.63+post, stock flow scripts
make -C /OpenROAD-flow-scripts/flow DESIGN_CONFIG=/design/flow/config.mk WORK_HOME=/design/flow/orfs finish
--- design/flow/config.mk ---
export PLATFORM = sky130hd
export DESIGN_NAME = Hazard
export DESIGN_NICKNAME = Hazard
export VERILOG_FILES = /design/flow/design.v
export SDC_FILE = /design/flow/constraint.sdc
export NUM_CORES = 4
export LEC_CHECK = 1
export CORE_AREA = 10 10 70 70
export DIE_AREA = 0 0 80 80
--- design/flow/constraint.sdc ---
current_design Hazard

set clk_period 2.7
set clk_io_pct 0.2

create_clock -name clk0 -period $clk_period

set non_clock_inputs [all_inputs -no_clocks]
set_input_delay [expr $clk_period * $clk_io_pct] -clock clk0 $non_clock_inputs
set_output_delay [expr $clk_period * $clk_io_pct] -clock clk0 [all_outputs]
==> run_results.csv <==
group,metric,value,unit
floorplan,rows,21,
placed_design,post-place-ws,138,ps
sta,period_minus_slack,2530,ps
setup_path,path_cells,"clkdlybuf4s50_1, xnor2_1, nand4_1, o22ai_1, clkdlybuf4s50_1",
setup_path,start_kind,"input port",
power,internal-power,0.0341,mW
placed_design,place.gp.congestion,0.786,
global_routing,grt_usage,0.0180,
placed_design,port_buffers,19,
logic_synthesis,ys_chip_area,130,sq um
logic_synthesis,synth_area_per_cell,7.65,sq um
global_routing,grt_pass1_wl,959,um
sta,rsz0062_at_grt,"no",
setup_path,cp.arrival,1990,ps
cells_and_area,final_layout_size_suffix_gt1_frac,0,
power,power,0.0484,mW
setup_path,cp_num_buf_inv,2,
power,pwr-share-clk,0,
global_routing,grt_antenna_before_repair,0,
global_routing,grt-ovfl-total,0,
logic_synthesis,netlist_top_cells_count,"xnor2_1 (10), nand2_1 (2), nand4_1 (2)",
setup_path,crit_path_end_kind,"output pin",
route,drt_iter0_drc,2,
global_routing,grt_max_degree,3,
setup_path,critPathMaxFanout,2,
setup_path,cp_slowest_stage_delay,510,ps
cells_and_area,fillerInstances,408,
cells_and_area,flops,0,
worst_hold_path,hold_path_end,"id_flush_o",
sta,period_used_share,0.939,
sta,setup_viol,0,
global_routing,grt_pass1_vias,206,
floorplan,core,3420,sq um
cells_and_area,flop_area,0,sq um
job,cap_viol_max_count,0,
setup_path,cp_common_cell,"clkdlybuf4s50_1",
floorplan,die_y,80,um
logic_synthesis,syn_inst,17,
sta,setup_tns,0,ps
clock_network,postCtsSetupRepairBufs,0,
power,p_per_area,131,nW/um^2
sta,finalWorstSetupSlack,166,ps
sta,max_freq,0.395,GHz
sta,final_max_slew_viol_count,0,
logic_synthesis,ys_warn_count,1,
route,diodes,0,
floorplan,io_pins,25,
worst_hold_path,min-delay-start,"memread_i",
floorplan,die_area,6400,sq um
run_status,outcome,"complete, no violations",
cells_and_area,area_growth,185,%
power,power_frac_seq,0,
power,p_comb_frac,1.000,
power,swShare,0.295,
sta,maxSlewHeadroom,0.891,
route,drc,0,
route,drt-pass1-iter-count,2,
logic_synthesis,synth_top_cell_by_area,"xnor2_1",
power,p_leak,0.103,nW
route,via_count,177,
floorplan,die_x,80,um
cells_and_area,nClkBuffers,0,
sta,hold_viol,0,
setup_path,critPathTopFamily,"buffers and inverters",
worst_hold_path,hold_path.class,"input port to output pin",
logic_synthesis,ys_cells,17,
logic_synthesis,yosysUniqueCellTypes,6,
route,drt_wl_total,634,um
route,wl_per_cell,7.83,um
floorplan,fp_util,0.0381,
setup_path,worstPathRequired,2160,ps
logic_synthesis,synth_area,130,sq um
sta,hold_slack,2070,ps
clock_network,hold_buffers,0,
logic_synthesis,synth.most_common_cell,"xnor2_1",
job,warning_count,38,
power,switchingPower,0.0143,mW
worst_hold_path,holdPathStages,4,
route,ant_nets,0,
clock_network,post_cts_resized,0,
setup_path,crit_slowest_cell,"clkdlybuf4s50_1",
logic_synthesis,ys_seq_share,0,
route,viasPerCell,2.19,
power,ir_drop,0.0131,mV
logic_synthesis,top_cells_by_area,"xnor2_1 (67%), nand4_1 (9.6%), o22a_1 (6.7%), buf_4 (5.8%), nand2_1 (5.8%)",
setup_path,criticalPathCategory,"input port to output pin",
logic_synthesis,synth_top_area_share,0.673,
sta,tightest_slew,162,ps
-- power by group through the flow --
stage / logic (mW) / registers, mW / clock network (mW)
after CTS: 0.0498 / 0 / 0
after global routing: 0.0524 / 0 / 0
final: 0.0484 / 0 / 0
-- cells in the final DEF (no fill, tap or decap) --
cell type	instances
clkdlybuf4s50_1	19
xnor2_1	10
nand4_1	2
nand2_1	2
o22ai_1	1
o22a_1	1
-- how the worst max path moves through the flow --
stage,startpoint,to,slack [ps],depth (start not counted)
4_1_cts,instr_ex_i[1],id_flush_o,130,5
5_1_grt,instr_ex_i[2],id_flush_o,40,5
6_report,instr_ex_i[2],id_flush_o,170,5
-- tightest hold or removal path: cells and delay by family --
| kind | cells | cell delay, ps |
|---|---|---|
| compound gates | 1 | 60 |
| buf+inv | 2 | 840 |
| simple gates | 1 | 90 |
-- cell type report --
type                            count  area [sq um]  share of cell area
Multi-Input combinational cell     16           123               0.331
Timing Repair Buffer               19           190               0.514
Tap cell                           46          57.6               0.155
-- kinds of logic after synthesis --
logic type	count (synthesis)	synth area share
buffers and inverters	1	0.0577
xor gates and xnor gates	10	0.673
and+or+nand+nor	4	0.154
AOI/OAI and AO/OA	2	0.115
-- per-layer routing --
layer / vias to the layer above / part of all wire / global-route usage
met3: 0 / 0.14 / 0.00682
met1: 73 / 0.36 / 0.0191
li1: 94 / - / -
met4: 0 / 0 / 0
met2: 10 / 0.50 / 0.0345
met5: - / 0 / 0
-- stage by stage --
| stage | util | instances | area [sq um] |
|---|---|---|---|
| floorplan | - | 17 | 130 |
| global placement | 0.108 | 81 | 370 |
| detailed placement | 0.108 | 81 | 370 |
| CTS | 0.108 | 81 | 370 |
| global route | 0.108 | 81 | 370 |
| finish | 0.108 | 81 | 370 |
Power is estimated from default activity; no workload was simulated.
