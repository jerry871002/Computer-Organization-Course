===== flow/run.sh =====
#!/bin/bash
# OpenROAD 26Q1-2900-gdf79404cd8, Yosys 0.63+post, stock flow scripts
make -C /OpenROAD-flow-scripts/flow DESIGN_CONFIG=/design/flow/config.mk WORK_HOME=/design/flow/orfs finish

===== flow/config.mk =====
export PLATFORM = sky130hd
export DESIGN_NAME = alu
export DESIGN_NICKNAME = alu
export VERILOG_FILES = /design/flow/design.v
export SDC_FILE = /design/flow/constraint.sdc
export NUM_CORES = 4
export LEC_CHECK = 1
export CORE_UTILIZATION = 30

===== flow/constraint.sdc =====
current_design alu

set clk_period 1.0
set clk_io_pct 0.2

create_clock -name clk0 -period $clk_period [get_ports {clk}]

set non_clock_inputs [all_inputs -no_clocks]
set_input_delay [expr $clk_period * $clk_io_pct] -clock clk0 $non_clock_inputs
set_output_delay [expr $clk_period * $clk_io_pct] -clock clk0 [all_outputs]

===== flow/design.v =====
`timescale 1ns/1ps
module alu(
           clk,            
           rst_n,          
           src1,           
           src2,           
           ALU_control,    
           result,         
           zero,           
           cout,           
           overflow        
           );
input           clk;
input           rst_n;
input  [32-1:0] src1;
input  [32-1:0] src2;
input   [4-1:0] ALU_control;
output [32-1:0] result;
output          zero;
output          cout;
output          overflow;
reg    [32-1:0] result;
reg             zero;
reg             cout;
reg             overflow;
wire   [32-1:0] result_temp;
wire            zero_temp;
wire            cout_temp;
wire            overflow_temp;
wire            set;
wire   [31-1:0] carry;
alu_top bit_0 (src1[0],  src2[0],  set,  ALU_control[3], ALU_control[2], ALU_control[2], ALU_control[1:0], result_temp[0], carry[0]);
alu_top bit_1 (src1[1],  src2[1],  1'b0, ALU_control[3], ALU_control[2], carry[0],  ALU_control[1:0], result_temp[1],  carry[1]);
alu_top bit_2 (src1[2],  src2[2],  1'b0, ALU_control[3], ALU_control[2], carry[1],  ALU_control[1:0], result_temp[2],  carry[2]);
alu_top bit_3 (src1[3],  src2[3],  1'b0, ALU_control[3], ALU_control[2], carry[2],  ALU_control[1:0], result_temp[3],  carry[3]);
alu_top bit_4 (src1[4],  src2[4],  1'b0, ALU_control[3], ALU_control[2], carry[3],  ALU_control[1:0], result_temp[4],  carry[4]);
alu_top bit_5 (src1[5],  src2[5],  1'b0, ALU_control[3], ALU_control[2], carry[4],  ALU_control[1:0], result_temp[5],  carry[5]);
alu_top bit_6 (src1[6],  src2[6],  1'b0, ALU_control[3], ALU_control[2], carry[5],  ALU_control[1:0], result_temp[6],  carry[6]);
alu_top bit_7 (src1[7],  src2[7],  1'b0, ALU_control[3], ALU_control[2], carry[6],  ALU_control[1:0], result_temp[7],  carry[7]);
alu_top bit_8 (src1[8],  src2[8],  1'b0, ALU_control[3], ALU_control[2], carry[7],  ALU_control[1:0], result_temp[8],  carry[8]);
alu_top bit_9 (src1[9],  src2[9],  1'b0, ALU_control[3], ALU_control[2], carry[8],  ALU_control[1:0], result_temp[9],  carry[9]);
alu_top bit_10(src1[10], src2[10], 1'b0, ALU_control[3], ALU_control[2], carry[9],  ALU_control[1:0], result_temp[10], carry[10]);
alu_top bit_11(src1[11], src2[11], 1'b0, ALU_control[3], ALU_control[2], carry[10], ALU_control[1:0], result_temp[11], carry[11]);
alu_top bit_12(src1[12], src2[12], 1'b0, ALU_control[3], ALU_control[2], carry[11], ALU_control[1:0], result_temp[12], carry[12]);
alu_top bit_13(src1[13], src2[13], 1'b0, ALU_control[3], ALU_control[2], carry[12], ALU_control[1:0], result_temp[13], carry[13]);
alu_top bit_14(src1[14], src2[14], 1'b0, ALU_control[3], ALU_control[2], carry[13], ALU_control[1:0], result_temp[14], carry[14]);
alu_top bit_15(src1[15], src2[15], 1'b0, ALU_control[3], ALU_control[2], carry[14], ALU_control[1:0], result_temp[15], carry[15]);
alu_top bit_16(src1[16], src2[16], 1'b0, ALU_control[3], ALU_control[2], carry[15], ALU_control[1:0], result_temp[16], carry[16]);
alu_top bit_17(src1[17], src2[17], 1'b0, ALU_control[3], ALU_control[2], carry[16], ALU_control[1:0], result_temp[17], carry[17]);
alu_top bit_18(src1[18], src2[18], 1'b0, ALU_control[3], ALU_control[2], carry[17], ALU_control[1:0], result_temp[18], carry[18]);
alu_top bit_19(src1[19], src2[19], 1'b0, ALU_control[3], ALU_control[2], carry[18], ALU_control[1:0], result_temp[19], carry[19]);
alu_top bit_20(src1[20], src2[20], 1'b0, ALU_control[3], ALU_control[2], carry[19], ALU_control[1:0], result_temp[20], carry[20]);
alu_top bit_21(src1[21], src2[21], 1'b0, ALU_control[3], ALU_control[2], carry[20], ALU_control[1:0], result_temp[21], carry[21]);
alu_top bit_22(src1[22], src2[22], 1'b0, ALU_control[3], ALU_control[2], carry[21], ALU_control[1:0], result_temp[22], carry[22]);
alu_top bit_23(src1[23], src2[23], 1'b0, ALU_control[3], ALU_control[2], carry[22], ALU_control[1:0], result_temp[23], carry[23]);
alu_top bit_24(src1[24], src2[24], 1'b0, ALU_control[3], ALU_control[2], carry[23], ALU_control[1:0], result_temp[24], carry[24]);
alu_top bit_25(src1[25], src2[25], 1'b0, ALU_control[3], ALU_control[2], carry[24], ALU_control[1:0], result_temp[25], carry[25]);
alu_top bit_26(src1[26], src2[26], 1'b0, ALU_control[3], ALU_control[2], carry[25], ALU_control[1:0], result_temp[26], carry[26]);
alu_top bit_27(src1[27], src2[27], 1'b0, ALU_control[3], ALU_control[2], carry[26], ALU_control[1:0], result_temp[27], carry[27]);
alu_top bit_28(src1[28], src2[28], 1'b0, ALU_control[3], ALU_control[2], carry[27], ALU_control[1:0], result_temp[28], carry[28]);
alu_top bit_29(src1[29], src2[29], 1'b0, ALU_control[3], ALU_control[2], carry[28], ALU_control[1:0], result_temp[29], carry[29]);
alu_top bit_30(src1[30], src2[30], 1'b0, ALU_control[3], ALU_control[2], carry[29], ALU_control[1:0], result_temp[30], carry[30]);
alu_msb bit_31(src1[31], src2[31], 1'b0, ALU_control[3], ALU_control[2], carry[30], ALU_control[1:0], result_temp[31], cout_temp, set, overflow_temp);
assign zero_temp = ~(result_temp[0]  | result_temp[1]  | result_temp[2]  | result_temp[3]  | result_temp[4]  |
                     result_temp[5]  | result_temp[6]  | result_temp[7]  | result_temp[8]  | result_temp[9]  |
                     result_temp[10] | result_temp[11] | result_temp[12] | result_temp[13] | result_temp[14] |
                     result_temp[15] | result_temp[16] | result_temp[17] | result_temp[18] | result_temp[19] |
                     result_temp[20] | result_temp[21] | result_temp[22] | result_temp[23] | result_temp[24] |
                     result_temp[25] | result_temp[26] | result_temp[27] | result_temp[28] | result_temp[29] |
                     result_temp[30] | result_temp[31]);
always@( posedge clk or negedge rst_n )
begin
	if(!rst_n) begin
        result[31:0] <= 0;
        cout <= 0;
        overflow <= 0;
        zero <= 0;
	end
	else begin
		result[31:0] <= result_temp[31:0];
		cout <= cout_temp;
		overflow <= overflow_temp;
		zero <= zero_temp;
	end
end
endmodule
`timescale 1ns/1ps
module alu_msb(
              src1,        
              src2,        
              less,        
              A_invert,    
              B_invert,    
              cin,         
              operation,   
              result,      
              cout,        
              set,         
              overflow     
              );
input         src1;
input         src2;
input         less;
input         A_invert;
input         B_invert;
input         cin;
input [2-1:0] operation;
output        result;
output        cout;
output        set;
output        overflow;
wire          a_out;
wire          b_out;
reg           result;
reg           overflow;
reg           cout;
assign a_out = (A_invert)? !src1: src1;
assign b_out = (B_invert)? !src2: src2;
assign set = a_out ^ b_out ^ cin;
always@(*)
begin
    case(operation[1:0])
        2'b00: begin  
            result = a_out & b_out;
            cout = 0;
            overflow = 0;
        end
        2'b01: begin  
            result = a_out | b_out;
            cout = 0;
            overflow = 0;
        end
        2'b10: begin  
            result = a_out ^ b_out ^ cin;
            cout = (a_out & b_out & ~cin) | (a_out & ~b_out & cin) | (~a_out & b_out & cin) | (a_out & b_out & cin);
            overflow = cin ^ cout;
        end
        2'b11: begin  
            result = less;
            cout = 0;
            overflow = 0;
        end
    endcase
end
endmodule
`timescale 1ns/1ps
module alu_top(
              src1,        
              src2,        
              less,        
              A_invert,    
              B_invert,    
              cin,         
              operation,   
              result,      
              cout         
              );
input         src1;
input         src2;
input         less;
input         A_invert;
input         B_invert;
input         cin;
input [2-1:0] operation;
output        result;
output        cout;
wire          a_out;
wire          b_out;
reg           result;
assign a_out = (A_invert)? !src1: src1;
assign b_out = (B_invert)? !src2: src2;
assign cout = (a_out & b_out & ~cin) | (a_out & ~b_out & cin) | (~a_out & b_out & cin) | (a_out & b_out & cin);
always@(*)
begin
    case(operation[1:0])
        2'b00: result = a_out & b_out;
        2'b01: result = a_out | b_out;
        2'b10: result = a_out ^ b_out ^ cin;
        2'b11: result = less;
    endcase
end
endmodule

==> flow_results.xml <==
<?xml version="1.0" encoding="UTF-8"?>
<metrics>
  <group name="outcome">
    <metric name="outcome" unit="">finished with violations</metric>
    <metric name="failing_checks" unit="">negative hold slack, negative setup slack</metric>
  </group>
  <group name="synthesis">
    <metric name="syn-instance-count" unit="">407</metric>
    <metric name="flops_latches_synth" unit="">35</metric>
    <metric name="synthDominantCellAreaShare" unit="%">22.2</metric>
    <metric name="synth_sequential_area_ratio" unit="%">22.2</metric>
    <metric name="ys_cells" unit="">407</metric>
    <metric name="yosys.stat.chipArea" unit="µm²">3950</metric>
    <metric name="netlist-cell-type-count" unit="">30</metric>
    <metric name="count_of_flip_flops_with_a_built_in_enable_after_synthesis" unit="">0</metric>
    <metric name="top_area_cell" unit="">sky130_fd_sc_hd__dfrtp_1</metric>
    <metric name="area_leaders" unit="">sky130_fd_sc_hd__dfrtp_1 (22%), sky130_fd_sc_hd__ha_1 (20%), sky130_fd_sc_hd__fa_1 (15%)</metric>
    <metric name="synth-async-reset-ratio" unit="%">100</metric>
    <metric name="avgSynthCellArea" unit="µm²">9.69</metric>
    <metric name="synthFlopType" unit="">sky130_fd_sc_hd__dfrtp_1</metric>
    <metric name="ys.warnings.count" unit="">3</metric>
    <metric name="synth_area" unit="µm²">3950</metric>
  </group>
  <group name="layout">
    <metric name="utilization" unit="%">51.8</metric>
    <metric name="area.growth.synth_to_final" unit="%">67.0</metric>
    <metric name="top_layout_cell" unit="">sky130_fd_sc_hd__buf_4</metric>
    <metric name="fin_cells" unit="">822</metric>
    <metric name="drive_gt1_share" unit="%">45.5</metric>
    <metric name="layout_top_cells" unit="">sky130_fd_sc_hd__buf_4 (148), sky130_fd_sc_hd__ha_1 (63), sky130_fd_sc_hd__inv_1 (62), sky130_fd_sc_hd__xor2_1 (62), sky130_fd_sc_hd__clkdlybuf4s50_1 (56)</metric>
    <metric name="finish.instance_area" unit="µm²">6590</metric>
  </group>
  <group name="sta">
    <metric name="timing.slew.headroom" unit="%">70.3</metric>
    <metric name="maxClockFrequency" unit="MHz">84.2</metric>
    <metric name="worst_setup_margin" unit="ps">-10870</metric>
    <metric name="final_hold_fails" unit="">35</metric>
    <metric name="setup_repair_after_global_routing_missed_its_margin" unit="">yes</metric>
    <metric name="fin_worst_hold_slack" unit="ps">-113</metric>
    <metric name="setup_viol" unit="">35</metric>
    <metric name="post-route-period-util" unit="%">1190</metric>
    <metric name="final_max_slew_viol_count" unit="">0</metric>
    <metric name="tightestPinTransition" unit="ps">441</metric>
    <metric name="post-route-min-period" unit="ps">11870</metric>
  </group>
  <group name="routing">
    <metric name="firstDrtPassIters" unit="">4</metric>
    <metric name="maxUsedRoutingLayer" unit="">met4</metric>
    <metric name="drtIter0Drc" unit="">103</metric>
    <metric name="detail-route-antenna-nets" unit="">0</metric>
    <metric name="detail_route.antenna_diodes" unit="">0</metric>
    <metric name="drc_errors" unit="">0</metric>
    <metric name="postRouteWirelength" unit="µm">11000</metric>
    <metric name="wl_met1" unit="µm">5250</metric>
    <metric name="vias" unit="">3517</metric>
    <metric name="detailroute.wirelength.met2" unit="µm">5070</metric>
    <metric name="wl_met3" unit="µm">573</metric>
    <metric name="vias_per_cell" unit="">4.28</metric>
    <metric name="avgRoutedWirePerCell" unit="µm">13.3</metric>
  </group>
  <group name="die">
    <metric name="fp.coreArea" unit="µm²">12700</metric>
    <metric name="design.die.area" unit="µm²">13600</metric>
    <metric name="design.portCount" unit="">105</metric>
    <metric name="floorplan.core_util" unit="%">31.0</metric>
    <metric name="dieWidth" unit="µm">117</metric>
    <metric name="core.rowCount" unit="">41</metric>
    <metric name="die_h" unit="µm">117</metric>
  </group>
  <group name="clock_network">
    <metric name="cts_root_buf" unit="">sky130_fd_sc_hd__clkbuf_16</metric>
    <metric name="clock_tree_from_tritoncts" unit="">built</metric>
    <metric name="clockBufferDepth" unit="">2</metric>
    <metric name="clk_pin_slew_worst_paths" unit="ps">60</metric>
    <metric name="cts_buffer_count" unit="">5</metric>
    <metric name="h_tree_depth" unit="">2</metric>
    <metric name="clock_sink_count" unit="">35</metric>
  </group>
  <group name="power_and_ir_drop">
    <metric name="net-switching-power" unit="mW">2.43</metric>
    <metric name="power.leakage" unit="nW">3.31</metric>
    <metric name="power_frac_seq" unit="%">23.8</metric>
    <metric name="peakVddDrop" unit="V">0.000586</metric>
    <metric name="share_comb_of_total_power" unit="%">55.8</metric>
    <metric name="swShare" unit="%">33.7</metric>
    <metric name="total_power" unit="mW">7.20</metric>
    <metric name="power.density" unit="nW/µm²">1090</metric>
    <metric name="power.internal" unit="mW">4.77</metric>
    <metric name="power.clock.fraction" unit="%">20.4</metric>
  </group>
  <group name="critical_path">
    <metric name="end_kind" unit="">register</metric>
    <metric name="critical_path.max_stage_delay" unit="ps">520</metric>
    <metric name="timing.critical_path.mode_cell" unit="">sky130_fd_sc_hd__fa_2</metric>
    <metric name="timing.critical_path.from" unit="">ALU_control[2]</metric>
    <metric name="crit_path_top_delay_cell" unit="">sky130_fd_sc_hd__fa_1</metric>
    <metric name="critPathBufInv" unit="">2</metric>
    <metric name="timing.critical_path.max_delay_family" unit="">adder cells</metric>
    <metric name="category_of_the_critical_setup_timing_path" unit="">input port to register</metric>
    <metric name="cp_max_fo" unit="">6</metric>
    <metric name="crit_path_start_kind" unit="">input port</metric>
    <metric name="wp_data_required" unit="ps">1180</metric>
    <metric name="worstPathArrival" unit="ps">12060</metric>
  </group>
  <group name="job">
    <metric name="max_cap_viol_count" unit="">0</metric>
    <metric name="tool_warnings" unit="">92</metric>
  </group>
  <group name="global_routing">
    <metric name="antenna_found_initial" unit="">0</metric>
    <metric name="grt_start_max_net_pins" unit="">36</metric>
    <metric name="globalRouteTotalUtil" unit="%">17.5</metric>
    <metric name="grt_overflow" unit="">0</metric>
    <metric name="first_global_vias" unit="">3727</metric>
    <metric name="grt_first_pass_wirelength" unit="µm">18100</metric>
  </group>
  <group name="placement">
    <metric name="post-dp-hpwl" unit="µm">8790</metric>
    <metric name="io_buffer_count" unit="">104</metric>
    <metric name="globalplace.congestion" unit="">0.948</metric>
    <metric name="pre_cts_ws" unit="ps">-11600</metric>
    <metric name="place.detailed.instances" unit="">803</metric>
    <metric name="postPlaceCellArea" unit="µm²">6250</metric>
  </group>
  <group name="hold_path">
    <metric name="hold_class" unit="">input port to asynchronous set/reset pin</metric>
  </group>
</metrics>
[power by group through the flow]
stage	clock network, mW	logic (mW)	registers [mW]
global route	1.58	4.49	1.73
CTS	1.52	3.79	1.72
finish	1.47	4.01	1.71
[cells in the mapped netlist (6+ instances only)]
cell	number
sky130_fd_sc_hd__xnor2_1	6
sky130_fd_sc_hd__ha_1	64
sky130_fd_sc_hd__a21oi_1	30
sky130_fd_sc_hd__dfrtp_1	35
sky130_fd_sc_hd__buf_2	6
sky130_fd_sc_hd__xor2_1	65
sky130_fd_sc_hd__nor2b_1	29
sky130_fd_sc_hd__fa_1	29
sky130_fd_sc_hd__nor2_1	7
sky130_fd_sc_hd__clkbuf_1	14
sky130_fd_sc_hd__inv_1	63
sky130_fd_sc_hd__nor4_1	7
sky130_fd_sc_hd__o22ai_1	30
[timing repair]
action,CTS,global route
resized,165,44
pin swaps,23,14
endpoints found under the setup margin,70,43
endpoints found under the hold margin,35,35
buffers inserted,17,7
[metal layers]
metal	GRT usage, %	up-vias
met4	1.01	0
met5	0	-
met3	2.59	8
met2	28.8	92
li1	-	1755
met1	26.1	1662
[final timing paths]
kind / endpoint / slack (ps) / depth (start not counted)
max: zero / -10870 / 41
max in group asynchronous: result[10] / 930 / 2
min in group clk0: result[16] / 490 / 3
min: result[23] / -110 / 2
[stage by stage]
step	hold slack (ps)	TNS, ps
floorplan	-95.6	-208680
global placement	178	-228870
detailed placement	180	-230080
CTS	-111	-205650
global route	-101	-210980
finish	-113	-205080
[registers in the layout (all words and copies together) (netlist names)]
name,cells
cout,1
overflow,1
result,32
zero,1
[cells by family after synthesis]
kind of cell,Yosys count,share of synthesized area [%]
AND-OR/OR-AND,67,9.99
XOR/XNOR,71,15.8
buffers and inverters,85,8.47
adder cells (fa/ha/maj),94,35.3
multiplexers,1,0.254
AND/OR/NAND/NOR,54,8.06
flip-flops,35,22.2
[cell type report]
type	count	area (µm²)
well taps	172	215
multi-input cells	287	3100
flip-flops and latches	35	876
fillers	1132	6130
repair buffers	256	2020
clock buffers	7	133
clock inverters	1	5.00
inverters	64	243
Power is estimated from default activity; no workload was simulated.
