### /design/flow/design.v
module Forwarding (
    wreg_mem_i,
    wreg_wb_i,
    rs_i,
    rt_i,
    regw_mem_i,
    regw_wb_i,
    forwardA_o,
    forwardB_o
    );
input        regw_mem_i;
input        regw_wb_i;
input [4:0]  wreg_mem_i;
input [4:0]  wreg_wb_i;
input [4:0]  rs_i;
input [4:0]  rt_i;
output [1:0] forwardA_o;
output [1:0] forwardB_o;
reg [1:0]    forwardA_o;
reg [1:0]    forwardB_o;
always @ ( * ) begin
    if (regw_mem_i && (wreg_mem_i != 0) && (wreg_mem_i == rs_i)) begin
        forwardA_o <= 2'b01;
    end else if (regw_wb_i && (wreg_wb_i != 0) && (wreg_wb_i == rs_i)) begin
        forwardA_o <= 2'b10;
    end else begin
        forwardA_o <= 2'b00;
    end
    if (regw_mem_i && (wreg_mem_i != 0) && (wreg_mem_i == rt_i)) begin
        forwardB_o <= 2'b01;
    end else if (regw_wb_i && (wreg_wb_i != 0) && (wreg_wb_i == rt_i)) begin
        forwardB_o <= 2'b10;
    end else begin
        forwardB_o <= 2'b00;
    end
end
endmodule
### /design/flow/run.sh
#!/bin/bash
# OpenROAD 26Q1-2900-gdf79404cd8, Yosys 0.63+post, stock flow scripts
make -C /OpenROAD-flow-scripts/flow DESIGN_CONFIG=/design/flow/config.mk WORK_HOME=/design/flow/orfs finish
### /design/flow/config.mk
export PLATFORM = sky130hd
export DESIGN_NAME = Forwarding
export DESIGN_NICKNAME = Forwarding
export VERILOG_FILES = /design/flow/design.v
export SDC_FILE = /design/flow/constraint.sdc
export NUM_CORES = 4
export LEC_CHECK = 1
export CORE_AREA = 10 10 70 70
export DIE_AREA = 0 0 80 80
### /design/flow/constraint.sdc
current_design Forwarding

set clk_period 3.0
set clk_io_pct 0.2

create_clock -name clk0 -period $clk_period

set non_clock_inputs [all_inputs -no_clocks]
set_input_delay [expr $clk_period * $clk_io_pct] -clock clk0 $non_clock_inputs
set_output_delay [expr $clk_period * $clk_io_pct] -clock clk0 [all_outputs]
==> flow_summary.toml <==
# implementation run metrics
[hold_path]
whs_path_depth = 4
hold_class = "in2out"
hold_end = "forwardB_o[1]"
min_from = "regw_wb_i"

[logic_synthesis]
syn_avg_cell_area_um2 = 7.581
yosysChipArea_um2 = 257.7
syn_inst = 34
ys_cells = 34
yosysUniqueCellTypes = 9
synth_seq_share_pct = 0
netlist_area_um2 = 257.7
ys.warnings.count = 1

[drt]
firstDrtPassIters = 4
totalWireLength_mm = 1.317
drc = 0
vias_per_cell = 3.196
wl_met2_um = 249
ant_nets = 0
top_layer = "met3"
met3_length_um = 274
first_iter_violations = 15
routedWlPerCell_um = 11.76
vias = 358
antennaDiodeCount = 0
wl_met1_um = 794

[final_timing]
hold_violations = 0
layout_min_cycle_time_ns = 2.912
slew_headroom_pct = 82.89
setup_viol = 0
max_clock_freq_mhz = 343.4
slew_viol_final = 0
grt_setup_unrepaired = "yes"
finalCritPeriodShare_pct = 97.08
tightest_slew_ns = 0.2546

[pwr]
internal_power_w = 0.00004976
ir_drop_uv = 57.37
swShare_pct = 39.46
p_leak_nw = 0.2392
power_frac_clock_pct = 0
p_comb_share_pct = 100.0
seqPwrFrac_pct = 0
total_power_w = 0.00008219
power.switching_w = 0.00003243
powerDensity_nw_per_um2 = 123.9

[die]
core-area_um2 = 3416
die_x_um = 80
chip_area_um2 = 6400
io_pins = 26
rows = 21
initCoreUtil_pct = 7.546
dieHeight_um = 80

[grt]
antenna_found_initial = 0
grt_pass1_wl_mm = 2.125
grt_max_degree = 4
grt_pass1_vias = 410
grt_overflow = 0
grt_usage_pct = 4.087

[clocking]
cts_hold_buf = 0
postCtsSetupBuffers = 0

[cells_and_area]
flop_area_um2 = 0
mostFrequentLayoutCell = "clkdlybuf4s50_1"
seq_cells = 0
drive_gt1_share_pct = 16.67
logic_area_um2 = 295.3
final_core_util_pct = 19.41
lay_top_cells = "21 x clkdlybuf4s50_1, 16 x xnor2_1, 6 x buf_4, 4 x xor2_1, 3 x dlymetal6s2s_1"
n_clock_buffer = 0
area_growth_pct = 157.3
fill_cells = 378

[setup_path]
required_ns = 2.40
cp-end-kind = "primary output"
crit_path_max_fanout = 2
worstPathArrival_ns = 2.31
critical_path_class = "in2out"
start_kind = "input pin"

[job]
tool_warnings = 33
drv_cap = 0

[place]
port_buffers = 26
dpl.hpwl_mm = 1.172
place_congestion = 0.8549

[status]
status = "finished clean"
cells in the mapped netlist:
cell	n	area [um2]
xor2_1	4	35.03
nor2_1	1	3.750
or4_1	2	15.01
nand4_1	2	12.51
nand3_1	2	10.01
nor4_1	4	25.02
nand2_1	2	7.510
xnor2_1	16	140.1
o21ai_2	1	8.760
how the worst max path moves through the flow:
| stage | startpoint | end | slack (ns) |
|---|---|---|---|
| CTS | wreg_mem_i[1] | forwardB_o[0] | 0.04 |
| finish | wreg_mem_i[3] | forwardB_o[0] | 0.09 |
| global route | wreg_mem_i[3] | forwardB_o[0] | -0.008 |
cells by family (layout without fill, tap and decap cells):
kind of cell / after synthesis / after routing / share of synthesized area (%)
xor gates and xnor gates: 20 / 20 / 67.96
buffers and inverters: 0 / 32 / 0
and+or+nand+nor: 13 / 13 / 28.64
AOI/OAI and AO/OA: 1 / 1 / 3.399
layout make-up:
cell class	instances	share of cell area, %
tap	46	8.679
multi-input combinational	34	44.53
timing repair buffer	32	46.79
worst max-delay path: stages:
cell and delay [ns]:
clkdlybuf4s50_1 0.45, or4_4 0.44, o21ai_4 0.20, nor4_2 0.08, buf_4 0.13, clkdlybuf4s50_1 0.41
through the flow:
| stage | cell area (um2) | setup slack (ns) | instances | TNS [ns] | hold slack (ns) |
|---|---|---|---|---|---|
| global route | 663.1 | -0.007639 | 112 | -0.008797 | 2.061 |
| detailed placement | 620.6 | -0.2368 | 112 | -0.4611 | 2.203 |
| floorplan | 257.7 | 0.9010 | 34 | 0 | 1.273 |
| finish | 663.1 | 0.08762 | 112 | 0 | 2.028 |
| global placement | 620.6 | -0.2269 | 112 | -0.4633 | 2.190 |
| CTS | 624.3 | 0.03921 | 112 | 0 | 2.028 |
metal layers:
metal	GRT usage (%)	vias up
met5	0	-
li1	-	186
met4	0	0
met3	3.182	0
met2	3.210	28
met1	7.185	144
timing repair:
action                                  4_1_cts  5_1_grt
pin swaps                                     1        1
endpoints found under the setup margin        3        3
cloned                                        0        0
gates resized                                 3        8
power groups by stage:
stage | registers, W | logic [W] | clock network, W
4_1_cts | 0 | 0.0000772 | 0
5_1_grt | 0 | 0.0000899 | 0
6_report | 0 | 0.0000822 | 0
No activity file was given, so power comes from the tool's default toggle rates.
